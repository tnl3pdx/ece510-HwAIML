## ./design.v

```verilog
package spi_params;
    parameter PAUSE=1;                  
    parameter LENGTH_SEND_C=8;          
    parameter LENGTH_SEND_P=32;          
    parameter LENGTH_RECIEVED_C=32;      
    parameter LENGTH_RECIEVED_P=8;      
    parameter LENGTH_COUNT_C=7;         
    parameter LENGTH_COUNT_P=7;         
    parameter PERIPHERY_COUNT=1;        
    parameter PERIPHERY_SELECT=0;       
endpackage
module message_controller (
    input  logic        clk,             
    input  logic        rst_n,           
    input  logic [7:0]  data_in,         
    input  logic        data_valid,      
    input  logic        end_of_file,     
    input  logic        busy,            
    input  logic [3:0]  word_address,    
    input  logic        req_word,        
    input  logic        cont,            
    input  logic        enable,          
    output logic [31:0] word_data,       
    output logic        word_valid,      
    output logic [3:0]  num_blocks,      
    output logic        ready,           
    output logic        done             
);
    typedef enum {
        IDLE,
        RECEIVE,
        PADDING,
        LENGTH_APPEND,
        CALCULATE_BLOCKS,
        READY,
        PROVIDE_DATA
    } state_t;
    state_t state, next_state;
    logic [12:0]    bit_count;          
    logic [12:0]    temp_msgLen;        
    logic [9:0]     byte_count;         
    logic           padding_phase;      
    logic [2:0]     length_phase;       
    logic [3:0]     block_section;      
    logic [7:0] write_data;        
    logic [7:0] read_addr;          
    logic [31:0] read_data;         
    logic enable_write;          
    logic delay_out;
    msg_ram memory_buffer (
        .clk(clk),
        .we(enable_write),
        .waddr(byte_count),
        .wdata(write_data),
        .raddr(read_addr),
        .rdata(read_data)
    );
    always_ff @(posedge clk or negedge rst_n) begin
        if (!rst_n) begin
            state <= IDLE;
            bit_count <= 13'b0;
            temp_msgLen <= 13'b0;
            byte_count <= 10'b0;
            padding_phase <= 1'b0;
            length_phase <= 3'b0;
            num_blocks <= 4'b0;
            done <= 1'b0;
            block_section <= 4'b0;
            word_valid <= 1'b0;
        end else begin
            state <= next_state;
            case (state)
                IDLE: begin
                    bit_count <= 13'b0;
                    temp_msgLen <= 13'b0;
                    byte_count <= 10'b0;
                    padding_phase <= 1'b0;
                    length_phase <= 3'b0;
                    num_blocks <= 4'b0;
                    done <= 1'b0;
                    block_section <= 4'b0;
                    word_valid <= 1'b0;
                end
                RECEIVE: begin
                    if (data_valid) begin
                        bit_count <= bit_count + 8;
                        byte_count <= byte_count + 1;
                    end
                end
                PADDING: begin
                    if (padding_phase == 0) begin
                        bit_count <= bit_count + 8;
                        byte_count <= byte_count + 1;
                        padding_phase <= 1;
                        temp_msgLen <= bit_count;
                    end else begin
                        if ((byte_count % 64) != 56) begin
                            bit_count <= bit_count + 8;
                            byte_count <= byte_count + 1;
                        end
                    end
                end
                LENGTH_APPEND: begin
                    bit_count <= bit_count + 8;
                    byte_count <= byte_count + 1;
                    length_phase <= length_phase + 1;
                end
                CALCULATE_BLOCKS: begin
                    num_blocks <= (byte_count >> 6) - 1;
                end
                READY: begin
                    done <= 1'b1;
                    padding_phase <= 1'b0;
                    block_section <= 4'b0;
                end
                PROVIDE_DATA: begin
                    word_valid <= 1'b0;
                    delay_out <= 1'b0;
                    if (req_word) begin
                        if (delay_out) begin
                            block_section <= (block_section <= 4'b1111) ? block_section + 1 : block_section;
                        end
                        delay_out <= 1'b1;
                        word_valid <= req_word;
                    end 
                end
            endcase
        end
    end
    assign ready = (state == IDLE) && !busy;
    always_comb begin
        enable_write = 1'b0;
        write_data = 8'bz;
        word_data = 32'bz;
        read_addr = 8'bz;
        case (state)
            RECEIVE: begin
                enable_write = 1'b1;
                write_data = data_in;
            end
            PADDING: begin
                enable_write = 1'b1;
                if (padding_phase == 0)
                    write_data = 8'h80;
                else
                    write_data = 8'h00;
                end
            LENGTH_APPEND: begin
                enable_write = 1'b1;
                if (length_phase == 6)
                    write_data = {3'b000, temp_msgLen[12:8]};
                else if (length_phase == 7)
                    write_data = temp_msgLen[7:0];      
                else
                    write_data = 8'h00;
            end
            PROVIDE_DATA: begin
                read_addr = {word_address[3:0], block_section};
                if (word_valid) begin
                    word_data = read_data;
                end 
            end
        endcase
    end
    always_comb begin
        next_state = state;
        case (state)
            IDLE: begin
                if (data_valid && enable) next_state = RECEIVE;
                if (end_of_file) next_state = PADDING;
            end
            RECEIVE: begin
                if (end_of_file) next_state = PADDING;
            end
            PADDING: begin
                if (padding_phase > 0 && (byte_count % 64) == 56)
                    next_state = LENGTH_APPEND;
            end
            LENGTH_APPEND: begin
                if (length_phase == 7) next_state = CALCULATE_BLOCKS;
            end
            CALCULATE_BLOCKS: begin
                next_state = READY;
            end
            READY: begin
                if (!busy) next_state = PROVIDE_DATA;
            end
            PROVIDE_DATA: begin
                if ((block_section >= 4'b1111) && done && !req_word) begin
                    if (cont) begin
                        next_state = READY;
                    end else begin
                        next_state = IDLE;
                    end
                end 
            end
        endcase
    end
endmodule
module msg_ram (
    input  logic        clk,
    input  logic        we,
    input  logic [9:0]  waddr,
    input  logic [7:0]  wdata,
    input  logic [7:0]  raddr,
    output logic [31:0] rdata
);
    logic [7:0] mem [0:1023]; 
    logic [9:0] raddr_aligned;
    always_ff @(posedge clk) begin
        if (we) begin
            mem[waddr] <= wdata;
        end
    end
    assign raddr_aligned = {raddr[7:0], 2'b00};  
    assign rdata = {mem[raddr_aligned], mem[raddr_aligned+1], mem[raddr_aligned+2], mem[raddr_aligned+3]};
endmodule: msg_ram
```

## ./run.sh

```bash
#!/bin/bash
# OpenROAD 26Q1-2900-gdf79404cd8, Yosys 0.63+post, stock flow scripts
make -C /OpenROAD-flow-scripts/flow DESIGN_CONFIG=/design/flow/config.mk WORK_HOME=/design/flow/orfs finish
```

## ./config.mk

```make
export PLATFORM = sky130hd
export DESIGN_NAME = message_controller
export DESIGN_NICKNAME = message_controller
export VERILOG_FILES = /design/flow/design.v
export SDC_FILE = /design/flow/constraint.sdc
export NUM_CORES = 4
export LEC_CHECK = 1
export CORE_UTILIZATION = 30
export SYNTH_MEMORY_MAX_BITS = 65536
```

## ./constraint.sdc

```tcl
current_design message_controller

set clk_period 201.8
set clk_io_pct 0.2

create_clock -name clk0 -period $clk_period [get_ports {clk}]

set non_clock_inputs [all_inputs -no_clocks]
set_input_delay [expr $clk_period * $clk_io_pct] -clock clk0 $non_clock_inputs
set_output_delay [expr $clk_period * $clk_io_pct] -clock clk0 [all_outputs]
```

==> results_tabular.tex <==
% Yosys + OpenROAD metrics
\begin{tabular}{lr}
\hline
Metric & Value \\
\hline
\multicolumn{2}{l}{\textbf{Timing}} \\
\quad Final hold violation count & 0 \\
\quad Total Neg Setup Slack & 0 ps \\
\quad Peak clock frequency supported by timing & 11.6 MHz \\
\quad Number of pins with negative max-slew slack in the final report & 0 \\
\quad Setup repair after global routing missed its margin & false \\
\quad Max-slew headroom & 0.210 \\
\quad Least-Margin Pin Slew & 1170 ps \\
\quad Share of the clock period used by the worst path after layout & 0.427 \\
\quad Post-layout minimum cycle time & 86110 ps \\
\quad Post-Route Skew & 76.8 ps \\
\quad Endpoints failing setup & 0 \\
\multicolumn{2}{l}{\textbf{Layout}} \\
\quad Area of all placed cells without fillers & 0.364 mm\^{}2 \\
\quad Fraction of layout instances using a drive strength above 1 & 0.217 \\
\quad Synth-to-layout area growth & 13.5\% \\
\multicolumn{2}{l}{\textbf{Run status}} \\
\quad Status & finished clean \\
\multicolumn{2}{l}{\textbf{Global route}} \\
\quad Largest net degree at the start of global routing & 129 \\
\quad Aggregate global-route resource usage & 0.165 \\
\quad Antenna violations before repair & 24 \\
\quad Vias in the first global route & 169000 \\
\quad GRT overflow & 0 \\
\quad Wire length of the first global-routing pass & 1210 mm \\
\multicolumn{2}{l}{\textbf{Clock network}} \\
\quad CTS tree & done \\
\quad Number of sinks on the clock net & 8244 \\
\quad Post\_cts resized & 0 \\
\quad CTS H-tree lvls & 6 \\
\quad Clk pin slew, worst setup/hold paths & 60 ps \\
\quad Post-cts hold-fix buffer tally & 0 \\
\quad Insertion delay of the later-clocked pin in the worst-skew pair & 1170 ps \\
\quad Deepest clock path buffer count & 4 \\
\quad \# Post-CTS Setup Buffers & 0 \\
\quad CTS Buf Count & 822 \\
\quad Library cell used as clock root buffer & sky130\_fd\_sc\_hd\_\_clkbuf\_16 \\
\multicolumn{2}{l}{\textbf{Critical path}} \\
\quad Most common cell on crit path & sky130\_fd\_sc\_hd\_\_buf\_4 \\
\quad Slowest cell on the critical path & sky130\_fd\_sc\_hd\_\_nor4\_1 \\
\quad Endpoint required time on the critical path & 161440 ps \\
\quad Start-to-end type of the worst setup path & input pin to output port \\
\quad Endpoint type of the worst setup path & output port \\
\quad Category of cells accounting for the largest share of critical-path delay & buffers and inverters \\
\quad Worst Setup Start Kind & input pin \\
\quad Highest fanout seen on the critical path & 51 \\
\quad Chain of cells forming the critical path & buf\_8 > inv\_8 > buf\_4 > buf\_4 > buf\_4 > buf\_4 > o21ai\_0 > nand3\_1 > o211ai\_1 > nor4\_1 > buf\_4 > clkdlybuf4s50\_1 \\
\quad RR Startpoint & state[6] \\
\quad Crit path buf inv count & 8 \\
\quad Delay of the slowest critical-path stage & 900 ps \\
\quad Source of the critical timing path & word\_address[0] \\
\quad Data arrival time at the worst-slack endpoint & 45750 ps \\
\multicolumn{2}{l}{\textbf{Die}} \\
\quad Die W & 1.04 mm \\
\quad Die outline area & 1.07 mm\^{}2 \\
\quad Overall die height & 1.04 mm \\
\quad CORE AREA & 1.07 mm\^{}2 \\
\quad Core utilization before placement & 0.301 \\
\quad Number of top-level pins & 59 \\
\quad Core Rows & 379 \\
\multicolumn{2}{l}{\textbf{Routing}} \\
\quad Number of routed nets with antenna violations & 0 \\
\quad Overall routed net length & 837 mm \\
\quad Routed via count & 155000 \\
\quad First drt pass iteration count & 5 \\
\quad Top Metal Used & met5 \\
\quad M1 WL & 268 mm \\
\quad Initial drt markers & 10700 \\
\quad Via-to-Cell Ratio & 5.08 \\
\quad DRC violations left & 0 \\
\quad Met2 wire len & 386 mm \\
\quad Detailed-routed wire length on met3 & 148 mm \\
\quad Routed len/inst & 27.4 um \\
\multicolumn{2}{l}{\textbf{Power and ir drop}} \\
\quad P\_int & 3.00 mW \\
\quad Highest ir drop seen on vdd & 9.83 uV \\
\quad Sequential Power Share & 0.463 \\
\quad Proportion of power drawn by the clock network & 0.349 \\
\quad Switch share & 0.280 \\
\quad Leakage power summed over all cells & 115 nW \\
\quad Power share of the combinational group & 0.188 \\
\quad Switching power of the nets & 1.17 mW \\
\quad Power per Cell Area & 11.4 mW/mm\^{}2 \\
\multicolumn{2}{l}{\textbf{Logic synthesis}} \\
\quad Ys cells & 15400 \\
\quad Seq cells post-synth & 8244 \\
\quad Synth Seq Share & 0.770 \\
\quad Async set-reset flop share out of synthesis & 0.00619 \\
\quad Cells after Synth & 15400 \\
\quad Yosys cell types & 64 \\
\quad Area reported by Yosys stat & 0.321 mm\^{}2 \\
\quad Synth Warn \# & 5 \\
\quad Area of the mapped netlist & 0.321 mm\^{}2 \\
\quad Dominant flop cell & sky130\_fd\_sc\_hd\_\_edfxtp\_1 \\
\quad Count of library flops with an enable pin & 8193 \\
\quad Average cell area after synthesis & 20.9 um\^{}2 \\
\multicolumn{2}{l}{\textbf{Job}} \\
\quad Max-capacitance violation count & 0 \\
\quad Tool warnings & 61 \\
\multicolumn{2}{l}{\textbf{Place}} \\
\quad Gp weighted congestion & 0.906 \\
\quad Placed Area & 0.339 mm\^{}2 \\
\quad Port Buf Inserts & 58 \\
\quad HPWL Detailed & 519 mm \\
\multicolumn{2}{l}{\textbf{Min path}} \\
\quad Worst hold-check path type & register to register \\
\quad Origin of the worst min-delay path & num\_blocks[3] \\
\hline
\end{tabular}
## final cells by class
type,instances,area (um^2)
Clock inverter,443,3970
Fill cell,97500,702000
Clock buffer,1053,21700
Tap cell,14100,17600
Antenna cell,29,72.6
Inverter,16,82.6
Multi-Input combinational cell,6081,68700
Sequential cell,8244,247000
Timing Repair Buffer,608,4960
## cell usage in the layout, fill, tap and decap left out, types with 21 or more instances in the layout
cell                              count
sky130_fd_sc_hd__a211oi_1            26
sky130_fd_sc_hd__a21oi_1            248
sky130_fd_sc_hd__a221oi_1            61
sky130_fd_sc_hd__a22o_1              67
sky130_fd_sc_hd__a22oi_1             39
sky130_fd_sc_hd__a31o_2              24
sky130_fd_sc_hd__and2_1              35
sky130_fd_sc_hd__buf_12              21
sky130_fd_sc_hd__buf_4              528
sky130_fd_sc_hd__bufinv_16           43
sky130_fd_sc_hd__clkbuf_1           218
sky130_fd_sc_hd__clkbuf_16          831
sky130_fd_sc_hd__clkdlybuf4s50_1     53
sky130_fd_sc_hd__clkinv_1           199
sky130_fd_sc_hd__clkinv_2           120
sky130_fd_sc_hd__clkinvlp_4          21
sky130_fd_sc_hd__dfrtp_1             46
sky130_fd_sc_hd__diode_2             29
sky130_fd_sc_hd__edfxtp_1          8193
sky130_fd_sc_hd__mux2_2              64
sky130_fd_sc_hd__mux2i_1           1090
sky130_fd_sc_hd__mux4_2            1688
sky130_fd_sc_hd__nand2_1            162
sky130_fd_sc_hd__nand2_2             33
sky130_fd_sc_hd__nand2_4             27
sky130_fd_sc_hd__nand3_1             66
sky130_fd_sc_hd__nor2_1            1105
sky130_fd_sc_hd__nor3_1             154
sky130_fd_sc_hd__o211ai_1            31
sky130_fd_sc_hd__o21ai_0            156
sky130_fd_sc_hd__o21ai_1             25
sky130_fd_sc_hd__o221ai_1           478
sky130_fd_sc_hd__o22ai_1            256
sky130_fd_sc_hd__o31ai_1             30
## synthesized netlist by cell type (all sizes together) (3+ instances only)
cell type | instances | share of area
nand3 | 70 | 0.0011
o31ai | 30 | 0.00070
inv | 14 | 0.00016
a22o | 67 | 0.0018
nor2b | 4 | 0.000078
nor2 | 1116 | 0.013
or3 | 6 | 0.00012
nor3b | 3 | 0.000070
clkbuf | 557 | 0.0065
nand2 | 222 | 0.0026
o21a | 8 | 0.00019
mux4 | 1688 | 0.12
and3 | 15 | 0.00029
mux2i | 1090 | 0.034
dfrtp | 50 | 0.0039
and3b | 6 | 0.00016
nand2b | 7 | 0.00014
a31oi | 13 | 0.00025
a221oi | 61 | 0.0017
nor4 | 32 | 0.00074
ha | 11 | 0.00043
a31o | 24 | 0.00065
mux2 | 64 | 0.0022
a22oi | 39 | 0.00091
a221o | 3 | 0.000094
o21ai | 183 | 0.0029
o211ai | 31 | 0.00072
nand3b | 6 | 0.00014
xnor2 | 3 | 0.000082
o22ai | 256 | 0.0050
nand4 | 15 | 0.00029
buf | 465 | 0.012
a21oi | 248 | 0.0039
edfxtp | 8193 | 0.77
a211oi | 26 | 0.00061
nor3 | 160 | 0.0025
o32ai | 21 | 0.00057
a32o | 5 | 0.00016
a2111oi | 17 | 0.00046
and2 | 36 | 0.00070
o221ai | 479 | 0.013
## registers in the layout (all words and copies together), names as in the netlist, 3 cells and up
register           count
temp_msgLen           10
length_phase           3
block_section          4
byte_count            10
bit_count             10
state                  7
memory_buffer.mem   8192
num_blocks             4
## power groups by stage
stage	clock, mW	combinational, mW	sequential (mW)
4_1_cts	1.48	0.789	1.93
5_1_grt	1.55	0.832	1.93
6_report	1.46	0.783	1.93
## logic make-up (layout without fill, tap and decap cells)
logic type | Yosys count | in the layout | synth area share
fa+ha+maj | 11 | 11 | 0.000429
buf+inv | 1039 | 2120 | 0.0186
compound gates | 1522 | 1522 | 0.0339
xor+xnor | 3 | 3 | 0.0000818
other cells | 0 | 29 | 0
simple gates | 1703 | 1703 | 0.0221
mux | 2842 | 2842 | 0.155
flops | 8244 | 8244 | 0.770
## routing by layer
| layer | track usage | vias to the layer above |
|---|---|---|
| met5 | 0.00969 | - |
| li1 | - | 65300 |
| met2 | 0.245 | 9014 |
| met1 | 0.181 | 79500 |
| met3 | 0.131 | 1583 |
| met4 | 0.0519 | 43 |
## per-stage QoR
stage | hold WS [ps] | utilization | std cells | setup WS (ps) | power (mW)
floorplan | 426 | - | 15400 | 119290 | 2.50
global placement | 497 | 0.318 | 29000 | 115570 | 2.75
detailed placement | 497 | 0.318 | 29000 | 115840 | 2.75
CTS | 516 | 0.342 | 30500 | 115840 | 4.20
global route | 532 | 0.342 | 30600 | 115480 | 4.30
finish | 512 | 0.342 | 30600 | 115690 | 4.17
## worst paths after layout
check / endpoint / slack (ps) / depth (start not counted)
worst max-delay path: word_data[15] / 115690 / 12
worst min-delay path: num_blocks[3] / 510 / 2
worst max register to register: memory_buffer.mem[454][3] / 196320 / 9
worst min register to register: num_blocks[3] / 510 / 2
max in group asynchronous: block_section[0] / 161760 / 2
min in group asynchronous: word_valid / 39030 / 1
## worst register-to-register path, cell delays in order (launching register included)
cell and delay [ps]:
sky130_fd_sc_hd__dfrtp_1 550, sky130_fd_sc_hd__nor2_1 610, sky130_fd_sc_hd__nand2_1 210, sky130_fd_sc_hd__o21ai_4 90, sky130_fd_sc_hd__buf_4 480, sky130_fd_sc_hd__buf_4 660
sky130_fd_sc_hd__buf_4 660, sky130_fd_sc_hd__buf_4 610, sky130_fd_sc_hd__buf_4 600, sky130_fd_sc_hd__buf_4 630
Power is estimated from default activity; no workload was simulated.
