==> flow/run.sh <==
#!/bin/bash
# OpenROAD 26Q1-2900-gdf79404cd8, Yosys 0.63+post, stock flow scripts
make -C /OpenROAD-flow-scripts/flow DESIGN_CONFIG=/design/flow/config.mk WORK_HOME=/design/flow/orfs finish
==> flow/config.mk <==
export PLATFORM = sky130hd
export DESIGN_NAME = w_ram_half
export DESIGN_NICKNAME = w_ram_half
export VERILOG_FILES = /design/flow/design.v
export SDC_FILE = /design/flow/constraint.sdc
export NUM_CORES = 4
export LEC_CHECK = 1
export CORE_UTILIZATION = 40
==> flow/constraint.sdc <==
current_design w_ram_half

set clk_period 6.4
set clk_io_pct 0.2

create_clock -name clk0 -period $clk_period [get_ports {clk}]

set non_clock_inputs [all_inputs -no_clocks]
set_input_delay [expr $clk_period * $clk_io_pct] -clock clk0 $non_clock_inputs
set_output_delay [expr $clk_period * $clk_io_pct] -clock clk0 [all_outputs]
==> flow/design.v <==
package spi_params;
    parameter PAUSE=1;                  
    parameter LENGTH_SEND_C=8;          
    parameter LENGTH_SEND_P=32;          
    parameter LENGTH_RECIEVED_C=32;      
    parameter LENGTH_RECIEVED_P=8;      
    parameter LENGTH_COUNT_C=7;         
    parameter LENGTH_COUNT_P=7;         
    parameter PERIPHERY_COUNT=1;        
    parameter PERIPHERY_SELECT=0;       
endpackage
module w_ram_half (
    input  logic        clk,
    input  logic        we,
    input  logic [4:0]  waddr,
    input  logic [31:0] wdata,
    input  logic [4:0]  raddr1,
    output logic [31:0] rdata1,
    input  logic [4:0]  raddr2,
    output logic [31:0] rdata2
);
    logic [31:0] mem [0:31];
    always_ff @(posedge clk) begin
        if (we) begin
            mem[waddr] <= wdata;
        end
    end
    assign rdata1 = mem[raddr1];  
    assign rdata2 = mem[raddr2];  
endmodule
==> out/results.ini <==
[synthesis]
ys_chip_area_mm2 = 0.0488
yosysCellCount = 3386
synth_cell_type_count = 23
ys_seq_share_pct = 63.0
yosys_warnings = 1
syn_inst = 3386
synth_area_per_cell_um2 = 14.4
netlist_area_mm2 = 0.0488
ys.flops = 1024

[final_timing]
tightestPinTransition_ps = 984
fin_setup_tns_ps = 0
hold_viol_final = 0
max_freq_mhz = 178
setup_ws_ps = 794
min_period_ps = 5610
rsz0062_at_grt = no
period_used_pct = 87.6
max-slew-margin-rel_pct = 34.2
final_max_slew_viol_count = 0
setup_violations = 0

[worst_setup_path]
worstSetupPathType = in -> out
critPathLaunch = raddr1[0]
cp_max_fo = 28
cp-start-kind = input port
cp.arrival_ps = 4330
cp-end-kind = output port
crit_required_ps = 5120

[power_and_ir_drop]
ir_drop_uv = 250
total_power_mw = 15.2
p_leak_nw = 20.6
power_density_mw_per_mm2 = 271

[drt]
wire_per_inst_um = 28.4
vias = 30791
drc = 0
ant_nets = 0
dr.pass1.iters = 7
drtIter0Drc = 1922
drt_wl_total_mm = 148
viasPerCell = 5.89

[placed_design]
placed_area_mm2 = 0.0525
dp_cells = 5038
port_buffers = 112
gp_congestion = 0.890
post-place-ws_ps = 901
dp_hpwl_mm = 88.0

[finish]
stdcell_count = 5232
finish.instance_area_mm2 = 0.0560
regMostFlops = mem
nFillCells = 10378
area_delta_synth_final_pct = 14.8
layout_top_cells = mux2i_1, edfxtp_1, nand3_1, nand2_1
drive_gt1_share_pct = 10.8
largest_reg_flops = 1024
reg.largest.list = mem: 1024 flops

[clocking]
ctsResizeCount = 0
cts-htree-levels = 3
cts_made_buffers = 104
holdBufCountCts = 0
cts-root-buf = clkbuf_16
clock-sinks = 1024
cts_buffer_depth = 3
clkTransAtPathRegs_ps = 60
post_cts.repair.setup_buffers = 0
cts_tree = built

[job]
cap_violations = 0
warnings = 26

[global_routing]
antenna_found_initial = 5
grt_pass1_wl_mm = 213
grt_max_degree = 82
grt.met2_usage_pct = 38.4
grt-ovfl-total = 0
track_usage_pct = 25.7
grt_pass1_vias = 31611
grtUsageMet3_pct = 15.3
grt.busiest_layer = met2
grtUsageMet1_pct = 32.8

[outcome]
status = finished, final reports clean

[hold_path]
holdPathEnd = mem[26][16]$_DFFE_PP_
min_path_type = in -> reg
whs_path_depth = 2
min_from = wdata[16]

[die]
die_x_um = 351
core_area_mm2 = 0.120
floorplan.core_util_pct = 40.5
fp-row-count = 127
die_h_um = 351
die_area_mm2 = 0.123
io_pins = 113

-- layout make-up --
class,instances,area (um^2),area share [%]
multi-input combinational,2109,16800,30.0
timing repair buffer,293,2930,5.23
clock buffer,120,2750,4.90
clock inverter,72,793,1.42
antenna,2,5.00,0.00893
sequential,1024,30700,54.9
tap,1612,2020,3.60
-- routing by layer --
metal  wire length, um  part of all wire (%)  up-vias
li1                  -                     -    13711
met1             54000                    36    15197
met2             69200                    47     1612
met3             20600                    14      263
met4              4610                   3.1        8
met5                51                 0.034        -
-- synth_stat cells, drive strengths merged --
library cell	number	area share, %
clkbuf	90	0.72
or2	2	0.026
a31oi	64	0.82
edfxtp	1024	63
a21oi	192	2.0
a22oi	192	3.0
nand3	194	2.0
or3b	3	0.054
nor3	64	0.66
nor2b	4	0.051
and2	2	0.026
nand3b	5	0.077
nand2b	4	0.051
mux2i	1024	21
or3	1	0.013
a22o	128	2.3
buf	163	2.5
nand2	195	1.5
nor2	35	0.27
-- power by group --
part	internal (mW)	switching (mW)
logic	0.547	0.852
clock network	3.75	2.57
registers	7.46	0.0316
total	11.8	3.45
-- critical path, stage by stage --
cell	delay, ps
clkdlybuf4s50_1	650
nor2b_4	680
buf_4	510
a22oi_1	180
a31oi_1	330
nand3_1	200
clkdlybuf4s50_1	450
-- metrics by stage --
step / util, % / hold WS [ps]
floorplan: - / 1380
global placement: 43.6 / 2110
detailed placement: 43.6 / 2110
CTS: 46.5 / 1390
global route: 46.5 / 1430
finish: 46.5 / 1420
-- worst max path at each step --
stage	to	slack, ps	cells after the start
4_1_cts	rdata1[4]	850	7
5_1_grt	rdata1[4]	720	7
6_report	rdata1[4]	790	7
-- kinds of logic (layout without fill, tap and decap cells) --
family / after synthesis / count (layout) / share of synthesized area [%]
flops: 1024 / 1024 / 63.0
simple gates: 509 / 509 / 4.71
buf+inv: 253 / 485 / 3.21
other cells: 0 / 2 / 0
mux: 1024 / 1024 / 21.0
compound gates: 576 / 576 / 8.04
Power is estimated from default activity; no workload was simulated.
