<file path="flow/design.v">
package spi_params;
    parameter PAUSE=1;                  
    parameter LENGTH_SEND_C=8;          
    parameter LENGTH_SEND_P=32;          
    parameter LENGTH_RECIEVED_C=32;      
    parameter LENGTH_RECIEVED_P=8;      
    parameter LENGTH_COUNT_C=7;         
    parameter LENGTH_COUNT_P=7;         
    parameter PERIPHERY_COUNT=1;        
    parameter PERIPHERY_SELECT=0;       
endpackage
module w_ram (
    input  logic        clk,
    input  logic        we,
    input  logic [5:0]  waddr,
    input  logic [31:0] wdata,
    input  logic [5:0]  raddr,
    output logic [31:0] rdata
);
    logic [31:0] mem [0:63];
    always_ff @(posedge clk) begin
        if (we) begin
            mem[waddr] <= wdata;
        end
    end
    assign rdata = mem[raddr];  
endmodule
</file>
<file path="flow/run.sh">
#!/bin/bash
# OpenROAD 26Q1-2900-gdf79404cd8, Yosys 0.63+post, stock flow scripts
make -C /OpenROAD-flow-scripts/flow DESIGN_CONFIG=/design/flow/config.mk WORK_HOME=/design/flow/orfs finish
</file>
<file path="flow/config.mk">
export PLATFORM = sky130hd
export DESIGN_NAME = w_ram
export DESIGN_NICKNAME = w_ram
export VERILOG_FILES = /design/flow/design.v
export SDC_FILE = /design/flow/constraint.sdc
export NUM_CORES = 4
export LEC_CHECK = 1
export CORE_UTILIZATION = 30
</file>
<file path="flow/constraint.sdc">
current_design w_ram

set clk_period 16.8
set clk_io_pct 0.2

create_clock -name clk0 -period $clk_period [get_ports {clk}]

set non_clock_inputs [all_inputs -no_clocks]
set_input_delay [expr $clk_period * $clk_io_pct] -clock clk0 $non_clock_inputs
set_output_delay [expr $clk_period * $clk_io_pct] -clock clk0 [all_outputs]
</file>
==> Slide: Implementation Results <==
Flow Results at a Glance

Status
  – Status: finished, final reports clean

Route
  – 1st-pass router iterations: 5
  – Drt drc: 0
  – Antenna-violating nets left: 0
  – Via count: 35,800
  – Wirelength per Cell: 28.04 um
  – Via density: 5.041
  – DRT iter0 DRCs: 2,094
  – Final WL: 199.1 mm

CTS
  – Clk root buf: clkbuf_16
  – TritonCTS clock tree: yes
  – Hold buffers post-CTS: 0
  – Clk slew on worst S/H paths: 0.06 ns
  – CTS resizes: 0
  – H-tree depth: 4
  – Inserted Clock Buffers: 200
  – Sink Count: 2,048
  – Clock buffer depth: 3
  – Post-CTS Setup Inserts: 0

Synthesis
  – Commonest cells in the netlist: 2,048 x edfxtp_1, 544 x mux4_2, 137 x nor2_1, 93 x mux2i_1, 84 x o22ai_1
  – Synth Flop Type: edfxtp_1
  – Top cell type by total area after synthesis: edfxtp_1
  – Asr flop ratio synth: 0%
  – Cell area after synthesis: 77,870 um2
  – Distinct cells, synth: 33
  – Ys cells: 3,292
  – Synth top area share: 78.97%
  – Count of library flops with an enable pin: 2,048
  – Post-Syn Area per Cell: 23.66 um2
  – Synth warn: 1
  – Top-count cell post-synth: edfxtp_1
  – Seq share, synth: 78.97%
  – Seq cells post-synth: 2,048
  – Gate Count Post-Synth: 3,292
  – Top cells, area: edfxtp_1 79%, mux4_2 16%, mux2i_1 1.2%
  – Synthesis area per yosys: 77,870 um2

GRT
  – GRT Residual Overflow: 0
  – Tot GR Track Use: 16.47%
  – Largest net degree at the start of global routing: 77
  – Initial antenna violation count: 12
  – First-pass GRT wire length: 285.0 mm
  – Vias in the first global route: 39,710

Worst setup path
  – Crit start category: primary input
  – Data required, critical path: 13.44 ns
  – Setup crit end kind: primary output
  – Top delay family on crit path: buffers and inverters
  – CP Max Fanout: 75
  – CP arrival: 7.84 ns
  – CP Class: primary input to primary output
  – CP cell instances: buf_8 > buf_12 > buf_12 > buf_4 > mux4_2 > mux4_2 > o22ai_1 > nor2_1 > clkdlybuf4s50_1
  – Crit-path slowest cell: buf_4
  – Bufs and invs on worst path: 5
  – Worst path max stage delay: 0.69 ns

STA
  – F_max: 89.29 MHz
  – Final Setup Violations: 0
  – Setup TNS Final: 0 ns
  – Relative slew slack: 40.09%
  – Unrepaired setup endpoints after global routing: false
  – Slew Viols, Final: 0
  – Final min period: 11.20 ns
  – Final Hold Violation Tally: 0
  – Worst-margin pin slew: 0.8962 ns
  – Final period util: 66.66%

Cells and area
  – Largest registers: mem (2048)
  – Final std cells w/o fill: 7,102
  – Layout area overhead: 15.45%
  – Post-route cell area: 89,900 um2
  – Max FFs per register: 2,048
  – Most flops, register: mem
  – Layout cells sized above 1: 28.96%
  – Layout Utilization: 34.93%

Pwr
  – Leakage power: 27.30 nW
  – Cell Pwr Density: 116.9 nW/um2
  – Max VDD drop: 0.09379 mV

Floorplan
  – Die Y: 511.5 um
  – I/O Pins: 78
  – Num rows: 186
  – Die ar.: 261,600 um2
  – Die width: 511.5 um
  – Core Footprint: 257,400 um2
  – Floorplan Utilization: 30.26%

Flow run
  – Tool warning count: 26
  – Max_cap viols: 0

Placement
  – HPWL after DPL: 107.2 mm
  – Placed Cells incl. Taps: 6,723
  – Port-buffer cells: 77
  – GP Congestion: 0.8065
  – Placed Instance Area: 83,530 um2

Min path
  – Min-delay worst type: primary input to register
==> per-layer routing <==
| metal | GRT usage, % | vias to the layer above | routed length (um) |
|---|---|---|---|
| met4 | 3.570 | 6 | 5137 |
| li1 | - | 14710 | - |
| met2 | 24.64 | 2692 | 94620 |
| met5 | 0.6941 | - | 155 |
| met3 | 14.35 | 284 | 37780 |
| met1 | 17.42 | 18110 | 61420 |
==> layout by cell type (no fill, tap or decap), types with 56 or more instances in the layout <==
master,netlist,routed
edfxtp_1,2048,2048
mux4_2,544,544
clkbuf_16,0,200
buf_4,25,147
mux2i_1,93,93
o22ai_1,84,84
nor2_1,137,75
a21oi_1,62,62
nor2_4,0,62
clkinv_1,0,56
==> area by class of cell <==
type / instances / area [um2]
timing repair buffer: 229 / 1826
multi-input combinational: 1062 / 15970
tap: 3384 / 4234
fill: 23240 / 167500
clock inverter: 130 / 1191
clock buffer: 247 / 5181
antenna: 2 / 5.005
sequential: 2048 / 61500
==> metrics by stage <==
stage,hold slack [ns],total power [W],setup WS [ns]
2_1_floorplan,3.459,0.006050,8.358
3_3_place_gp,3.772,0.006299,5.451
3_5_place_dp,3.770,0.006306,5.446
4_1_cts,2.873,0.01061,5.435
5_1_grt,2.914,0.01083,5.236
6_report,2.906,0.01051,5.601
==> path summary, 6_finish.rpt <==
check | startpoint | end | depth (start not counted)
max | raddr[0] | rdata[11] | 9
min | wdata[2] | mem[0][2] | 1
==> power by group <==
part | internal (W) | switching (W) | leakage [nW]
Combinational | 0.000202 | 0.000318 | 5.78
Clock | 0.00243 | 0.00189 | 3.10
Sequential | 0.00566 | 0.00000690 | 18.4
Total | 0.00829 | 0.00222 | 27.3
==> logic make-up after synthesis <==
| group | after synthesis | synth area share (%) |
|---|---|---|
| multiplexers | 637 | 16.93 |
| buffers and inverters | 182 | 1.138 |
| AND/OR/NAND/NOR | 223 | 1.276 |
| flip-flops | 2048 | 78.97 |
| AND-OR/OR-AND | 202 | 1.687 |
Power figures rest on the tool's default switching activity, not on a simulated workload.
