--- ./config.mk ---
export PLATFORM = sky130hd
export DESIGN_NAME = sha256_msgbuf
export DESIGN_NICKNAME = sha256_msgbuf
export VERILOG_FILES = /design/flow/design.v
export SDC_FILE = /design/flow/constraint.sdc
export NUM_CORES = 4
export LEC_CHECK = 1
export CORE_UTILIZATION = 30
--- ./constraint.sdc ---
current_design sha256_msgbuf

set clk_period 99.8
set clk_io_pct 0.2

create_clock -name clk0 -period $clk_period [get_ports {clk}]

set non_clock_inputs [all_inputs -no_clocks]
set_input_delay [expr $clk_period * $clk_io_pct] -clock clk0 $non_clock_inputs
set_output_delay [expr $clk_period * $clk_io_pct] -clock clk0 [all_outputs]
--- ./run.sh ---
#!/bin/bash
# OpenROAD 26Q1-2900-gdf79404cd8, Yosys 0.63+post, stock flow scripts
make -C /OpenROAD-flow-scripts/flow DESIGN_CONFIG=/design/flow/config.mk WORK_HOME=/design/flow/orfs finish
--- ./design.v ---
package spi_params;
    parameter PAUSE=1;                  
    parameter LENGTH_SEND_C=8;          
    parameter LENGTH_SEND_P=32;          
    parameter LENGTH_RECIEVED_C=32;      
    parameter LENGTH_RECIEVED_P=8;      
    parameter LENGTH_COUNT_C=7;         
    parameter LENGTH_COUNT_P=7;         
    parameter PERIPHERY_COUNT=1;        
    parameter PERIPHERY_SELECT=0;       
endpackage
module sha256_msgbuf (
    input wire clk,
    input wire rst,
    input wire [7:0] data_in,
    input wire data_valid,
    input wire end_of_file,
    output reg [511:0] block_out,
    output reg block_ready,
    input wire parser_ready
);
    reg [5:0] byte_cnt;
    reg [511:0] buffer;
    reg collecting;
    reg last_block;
    always @(posedge clk or posedge rst) begin
        if (rst) begin
            byte_cnt <= 0;
            buffer <= 0;
            block_ready <= 0;
            collecting <= 1;
            last_block <= 0;
        end else if (collecting) begin
            if (data_valid) begin
                buffer <= {buffer[503:0], data_in};
                byte_cnt <= byte_cnt + 1;
                if (byte_cnt == 63) begin
                    block_out <= {buffer[503:0], data_in};
                    block_ready <= 1;
                    collecting <= 0;
                end
            end
            if (end_of_file && byte_cnt != 0) begin
                block_out <= buffer << (8 * (64 - byte_cnt));
                block_ready <= 1;
                collecting <= 0;
                last_block <= 1;
            end
        end else if (block_ready && parser_ready) begin
            block_ready <= 0;
            buffer <= 0;
            byte_cnt <= 0;
            collecting <= !last_block;
            last_block <= 0;
        end
    end
endmodule
==> summary.txt <==
Status on the layout run. After floorplanning, the core was divided into 180 placement rows. Clock tree synthesis selected as its root buffer the cell sky130_fd_sc_hd__clkbuf_16. Final core area utilization landed at 0.360. The floorplan step set the die height to 494 µm. Core area landed at 241000 µm².

Total power density per cell area landed at 10.8 nW/µm². First-pass GRT wire length landed at 636000 µm. According to the hold report, the worst path is of the reg2reg type. Dividing the final minimum period by the clock period gives 0.251. Via density per instance landed at 6.35. Total I/O pin count landed at 526. Adder and majority gate portion of the synthesized area landed at 0.000345. The number of different library cells used by synthesis comes to 74. Total number of warnings across the stage logs landed at 31. The pin closest to its max-slew limit shows a slew of 1480 ps. Port buffering added 525 buffers. The setup path with the least slack is of type in2reg.

Number of max-capacitance violations reported landed at 0. The first detailed-routing pass ran for 8 iterations. Detailed routing inserted a total of 70400 vias. TritonCTS built the clock tree. The flow ran to the end, and the final reports show no timing, DRC or antenna violations.

Count of fill cells added during filler insertion landed at 23700. Once detailed placement completed, the half-perimeter wirelength came to 363000 µm. After routing, the total negative slack on setup checks comes to 0 ps.

Total clock sinks landed at 1033. sky130_fd_sc_hd__edfxtp_1 takes more of the synthesized area than any other cell. Data arrival time of the critical path landed at 25480 ps. The chip occupies 244000 µm². The initial antenna violation count is 78. Detailed placement reports a standard cell area of 82300 µm². Area fraction in compound gates after synthesis landed at 0.174. For reference, the final report shows the hold violation count at 0. Wire length per cell landed at 43.2 µm. Final number of max-transition violations landed at 0. Count of mapped cells out of synthesis landed at 7371. Number of warnings issued by yosys landed at 1. For this run, the register share of the synthesized area comes to 0.392. After detailed routing, the number of remaining DRC violations is 0. Worst path required time landed at 100250 ps. Level count of the clock H-tree landed at 3. Per the synthesis report, the simple-gate share of the synthesized area is 0.125. The worst setup path is launched from a primary input. Number of resized instances in the post-cts repair step landed at 0. Cell count listed in synth_stat.txt landed at 7371.

Proportion of layout cells with a drive suffix above 1 landed at 0.201. Detailed-route iteration 0 reported a violation count of 8403. Area of the mapped netlist landed at 72600 µm². The launch point of the worst min-delay path is recorded as last_block$_DFFE_PP0P_. Post-synthesis, Yosys gives the total cell area as 72600 µm². From left edge to right edge, the die measures 494 µm. Area share of the largest cell type after synthesis landed at 0.212. Leakage power summed over all cells landed at 31.6 nW.

The number of clock buffers added by TritonCTS is 119. Residual antenna-violating net count after detailed routing landed at 0. The worst setup path is captured at a register. Setup repair after global routing left no endpoint under its margin. Final weighted congestion in routability-driven placement landed at 1.10. Highest clock frequency the design can meet landed at 39.9 MHz.

Clock insertion delay at the later pin of the skew report landed at 860 ps. Global routing finished with a remaining overflow of 0. The area taken by multi-input combinational cells is reported as 40900 µm².

OpenSTA lists the critical path startpoint as data_valid. The flow measured a signed area growth from synthesis to layout of 19.3%. Overall track demand over capacity in global routing landed at 0.406. Clock-pin slew was measured on the worst setup and hold paths at 60 ps.

Looking at the reg2reg group, the worst path starts from byte_cnt[0]$_DFFE_PP0P_. Clock period minus final worst setup slack landed at 25030 ps. By area, the combinational part of the netlist is dominated by multiplexers. Worst-case clock buffer depth landed at 3.

Async set or reset register ratio after synthesis landed at 0.504. Yosys attributes the largest share of cell area to sky130_fd_sc_hd__edfxtp_1 (21%), sky130_fd_sc_hd__dfrtp_1 (18%), sky130_fd_sc_hd__mux4_2 (13%). After synthesis, the mean cell area works out to 9.84 µm². The number of global-route vias before repair came to 67500. Post-CTS setup-driven buffer insertion count landed at 0.

The most used flip-flop cell after synthesis is sky130_fd_sc_hd__dfrtp_1. Overall routed net length landed at 479000 µm. The worst-case IR drop observed on VDD is 0.0000144 V. Leaving out fill and tap cells, the most frequent cell in the layout is sky130_fd_sc_hd__nand2_1.

Final count of negative-setup-slack endpoints landed at 0. After layout, the setup clock skew is reported as 64.9 ps. The final report gives the standard cell area, fillers excluded, as 86500 µm².

Area used by sequential logic in the layout landed at 28400 µm². Register bit total from synthesis landed at 1033. The post-CTS hold buffer count recorded in the log is 0.

Number of enable-type register cells in the synthesized netlist landed at 512. Largest fanout on the critical path landed at 61. Normalized max-slew margin landed at 0.00601. Of the total synthesized cell area, the portion taken by XOR and XNOR cells is 0.00176. Pin count of the biggest net entering global routing landed at 116. In the floorplan report the effective utilization is 0.302. Area fraction in mux cells landed at 0.259. In the layout the commonest cells are sky130_fd_sc_hd__nand2_1 (1647), sky130_fd_sc_hd__o21ai_0 (775), sky130_fd_sc_hd__clkdlybuf4s50_1 (525).
-- cells in the mapped netlist, drive strengths merged (19+ instances only) --
cell and instances:
inv 33, o22a 28, o211ai 116, o221ai 75, and2 19, a22o 135
nand3 70, mux2 421, o21ai 828, a31oi 52, mux2i 467, a21oi 241
o22ai 50, dfrtp 520, clkbuf 373, a221oi 22, nor2 427, edfxtp 512
a22oi 90, nand2 1653, o2111ai 21, mux4 416, buf 364, or3 46
nor3 41, a211oi 108, a221o 60, a222oi 39
-- power breakdown --
part	internal [mW]	switching (mW)
sequential	0.444	0
clock	0.258	0.210
combinational	0.00291	0.0173
total	0.705	0.227
-- per-layer routing --
metal  up-vias  part of all wire  global-route usage  wire length (µm)
met3      1000              0.16               0.248             76400
li1      28500                 -                   -                 -
met2      5149              0.40               0.522            190000
met5         -            0.0023              0.0295              1090
met1     35700              0.36               0.505            170000
met4        84             0.087               0.273             41700
-- final timing paths --
path,endpoint,slack (ps),cells past startpoint
setup / recovery,block_out[161]$_DFFE_PP_,74770,9
hold / removal,last_block$_DFFE_PP0P_,510,2
setup reg to reg,block_out[324]$_DFFE_PP_,92540,11
hold reg to reg,last_block$_DFFE_PP0P_,510,2
max in group asynchronous,buffer[98]$_DFFE_PP0P_,76910,6
min in group asynchronous,buffer[256]$_DFFE_PP0P_,19720,2
-- critical path, stage by stage --
cell	delay [ps]
sky130_fd_sc_hd__clkdlybuf4s50_1	550
sky130_fd_sc_hd__and2_4	550
sky130_fd_sc_hd__nand4_1	330
sky130_fd_sc_hd__a21oi_4	200
sky130_fd_sc_hd__buf_4	750
sky130_fd_sc_hd__buf_4	770
sky130_fd_sc_hd__buf_4	750
sky130_fd_sc_hd__buf_4	770
sky130_fd_sc_hd__buf_4	650
-- layout make-up --
class                           instances  area share
Clock buffer                          138      0.0358
Tap cell                             3185      0.0461
Antenna cell                           76     0.00220
Timing Repair Buffer                  979       0.102
Inverter                               33     0.00158
Sequential cell                      1033       0.328
Clock inverter                         88      0.0111
Multi-Input combinational cell       5568       0.473
-- registers in the layout (all words and copies together) (netlist names) --
signal / count
block_out: 512
collecting: 1
buffer: 512
block_ready: 1
last_block: 1
byte_cnt: 6
-- logic make-up after synthesis --
logic type      after synthesis
compound gates             1958
xor+xnor                     12
fa+ha+maj                     2
buf+inv                     770
flops                      1033
mux                        1304
simple gates               2292
-- through the flow --
step	cells	power, mW	worst slack [ps]	hold slack (ps)
4_1_cts	11000	0.937	74850	507
2_1_floorplan	7371	0.462	52970	457
5_1_grt	11100	0.951	74530	537
6_report	11100	0.932	74770	508
3_3_place_gp	10800	0.473	74020	474
3_5_place_dp	10800	0.473	73980	491
Power figures rest on the tool's default switching activity, not on a simulated workload.
